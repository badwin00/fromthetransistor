--- flow/config.mk ---
export PLATFORM = sky130hd
export DESIGN_NAME = hello_world
export DESIGN_NICKNAME = hello_world
export VERILOG_FILES = /design/flow/design.v
export SDC_FILE = /design/flow/constraint.sdc
export NUM_CORES = 4
export LEC_CHECK = 1
export CORE_AREA = 10 10 70 70
export DIE_AREA = 0 0 80 80
export SYNTH_HDL_FRONTEND = slang
--- flow/constraint.sdc ---
current_design hello_world

set clk_period 1.7
set clk_io_pct 0.2

create_clock -name clk0 -period $clk_period [get_ports {clock}]

set non_clock_inputs [all_inputs -no_clocks]
set_input_delay [expr $clk_period * $clk_io_pct] -clock clk0 $non_clock_inputs
set_output_delay [expr $clk_period * $clk_io_pct] -clock clk0 [all_outputs]
--- flow/design.v ---
module hello_world(clock, reset, enable, counter_out);
input clock;
input reset;
input enable;
output[3:0] counter_out;  
wire clock;
wire reset;
wire enable;
reg[3:0] counter_out;
always @ (posedge clock)  
begin : COUNTER
  if(reset == 1'b1) begin
    counter_out <= 4'b0000;
  end
  else if(enable == 1'b1) begin
    counter_out <= counter_out + 1;
  end
end
endmodule
--- flow/run.sh ---
#!/bin/bash
# OpenROAD 26Q1-2900-gdf79404cd8, Yosys 0.63+post, stock flow scripts
make -C /OpenROAD-flow-scripts/flow DESIGN_CONFIG=/design/flow/config.mk WORK_HOME=/design/flow/orfs finish
==> flow_metrics.env <==
# physical design summary
export IMPL_core_um2=3420
export IMPL_rows=21
export IMPL_outcome="finished, final reports clean"
export IMPL_synth_area_per_cell_um2=11.2
export IMPL_grt_max_degree=6
export IMPL_dr_first_iter_drc_count=12
export IMPL_top_area_cell="dfxtp_1"
export IMPL_ys_seq_share_pct=44.8
export IMPL_first_pass_iters=2
export IMPL_largest_reg_flops=4
export IMPL_report_final_slew_viol_count=0
export IMPL_fin_crit_sh_pct=86.3
export IMPL_maxSlewHeadroom_pct=83.2
export IMPL_drt_vias_per_instance=1.96
export IMPL_cp_num_buf_inv=1
export IMPL_p_switching_uw=51.6
export IMPL_antenna_found_initial=0
export IMPL_clockRootBuffer="clkbuf_4"
export IMPL_edf_count=0
export IMPL_routed_wl_met2_um=146
export IMPL_postRouteAntennaNets=0
export IMPL_clockBufferDepth=2
export IMPL_fp_dieH_um=80
export IMPL_place_congestion=0.647
export IMPL_chipArea_um2=6400
export IMPL_maxCapViolations=0
export IMPL_worst_pin_slew_ps=251
export IMPL_startpoint_type="register"
export IMPL_cts_buffers=3
export IMPL_cts_resized=0
export IMPL_yosysChipArea_um2=179
export IMPL_drc=0
export IMPL_tritoncts="done"
export IMPL_worst_path_dominant_cell_family="buffers and inverters"
export IMPL_holdBufCountCts=0
export IMPL_port_buffers=6
export IMPL_setup_viol_count_final=0
export IMPL_setup_worst_path_class="reg -> out"
export IMPL_clock_skew_ps=3.31
export IMPL_powerDensity_nw_per_um2=781
export IMPL_min_period_ps=1470
export IMPL_arrival_ps=1130
export IMPL_top_cells_by_count="dfxtp_1, nor2_1"
export IMPL_cp_end_kind="primary output"
export IMPL_wl_um=470
export IMPL_tns_ps=0
export IMPL_top_layer_used="met3"
export IMPL_vias=139
export IMPL_total_leakage_power_uw=0.000120
export IMPL_ys_warn_count=0
export IMPL_pwr_share_clk_pct=45.6
export IMPL_place_ws_ps=195
export IMPL_ios=7
export IMPL_grt_setup_unrepaired="no"
export IMPL_combPwrFrac_pct=11.8
export IMPL_syn_inst=16
export IMPL_synth_area_um2=179
export IMPL_async_flop_share_pct=0
export IMPL_synthTopCellsByArea="dfxtp_1, mux2_4, ha_1, nand4_2, nor2_1"
export IMPL_tool_warnings=25
export IMPL_hold_viol=0
export IMPL_p_int_uw=198
export IMPL_post_drt_wl_per_cell_um=6.62
export IMPL_clk_latency_ps=230
export IMPL_grt_pass1_wl_um=834
export IMPL_drt_met1_wl_um=224
export IMPL_critical_path_max_fanout=4
export IMPL_hp_class="reg -> reg"
export IMPL_cts_sinks=4
export IMPL_crit_required_ps=1360
export IMPL_htree_levels=1
export IMPL_holdWs_ps=572
export IMPL_reg_largest_list="counter_out: 4 flops"
export IMPL_max_freq_ghz=0.681
export IMPL_ys_cells=16
export IMPL_drive_gt1_share_pct=24.0
export IMPL_dieWidth_um=80
export IMPL_ir_worst_vdd_v=0.000213
export IMPL_met3_length_um=100
export IMPL_swShare_pct=20.7
export IMPL_syn2layout_area_growth_pct=78.3
export IMPL_fin_util_pct=9.34
export IMPL_power_uw=249
export IMPL_synth_top_cell_by_count="dfxtp_1"
export IMPL_cts_setup_buffers=0
export IMPL_cp_slowest_cell="clkdlybuf4s50_1"
export IMPL_ys_flops=4
export IMPL_ys_types=11
export IMPL_setup_slack_ps=232
export IMPL_max_stage_delay_ps=500
export IMPL_path_clk_slew_ps=40
export IMPL_crit_chain="clkdlybuf4s50_1"
export IMPL_grt_use_total_pct=1.76
export IMPL_grt_pass1_vias=161
export IMPL_synthFlopType="dfxtp_1"
export IMPL_antenna_cells=0
export IMPL_regMostFlops="counter_out"
export IMPL_gr_total_overflow=0
export IMPL_seqPwrFrac_pct=42.6
export IMPL_top_cell_area_share_pct=44.8
export IMPL_fp_util_pct=5.24
power by group through the flow:
stage | sequential, uW | clock, uW | combinational [uW]
CTS | 106 | 120 | 29.8
global route | 108 | 129 | 33.7
finish | 106 | 114 | 29.4
cell families after synthesis:
group / after synthesis / share of synthesized area, %
adders and majority gates: 1 / 6.99
AOI/OAI and AO/OA: 2 / 8.39
muxes: 2 / 14.0
and+or+nand+nor: 6 / 21.0
xor gates and xnor gates: 1 / 4.90
DFF: 4 / 44.8
path summary, 6_finish.rpt:
| kind | startpoint | endpoint | slack [ps] | cells after the start |
|---|---|---|---|---|
| worst min-delay path | counter_out[3] | counter_out[3] | 570 | 2 |
| worst min register to register | counter_out[3] | counter_out[3] | 570 | 2 |
| worst max-delay path | counter_out[0] | counter_out[0] | 230 | 1 |
| worst max register to register | counter_out[0] | counter_out[1] | 740 | 3 |
metal layers:
layer / track usage (%) / up-vias
li1: - / 74
met1: 2.19 / 56
met2: 1.85 / 9
met3: 2.16 / 0
met4: 0.176 / 0
met5: 0 / -
final cells by class:
class                   instances  area (um2)
clock buffers                   3        22.5
flip-flops and latches          4        80.1
fillers                       401        3100
well taps                      46        57.6
multi-input cells              12        98.8
repair buffers                  6        60.1
placed cells by master (no fill, tap or decap):
| cell type | Yosys | routed |
|---|---|---|
| mux2_4 | 1 | 1 |
| nor2b_1 | 1 | 1 |
| nor2_1 | 3 | 3 |
| dfxtp_1 | 4 | 4 |
| clkbuf_4 | 0 | 3 |
| clkdlybuf4s50_1 | 0 | 6 |
| xnor2_1 | 1 | 1 |
| nand3b_1 | 1 | 1 |
| nand4_2 | 1 | 1 |
| mux2i_1 | 1 | 1 |
| a21bo_2 | 1 | 1 |
| a21oi_1 | 1 | 1 |
| ha_1 | 1 | 1 |
stage by stage:
stage / cells / instance area, um2
2_1_floorplan: 16 / 179
3_3_place_gp: 68 / 297
3_5_place_dp: 68 / 297
4_1_cts: 71 / 319
5_1_grt: 71 / 319
6_report: 71 / 319
Power and IR drop assume default switching activity.
